`/design/flow/design.v`:
```
module mult(
      input  reset,
      input  clk,
      input  [31:0] a_in,
      input  [31:0] b_in,
      input  start,
      output logic [63:0] product,
      output logic done);
      reg [7:0] count = '0; 
      reg cycleAlternator = 1'b1;
      reg startRegister = 1'b0;
      always_ff @(posedge clk, posedge reset) begin
            if (reset) begin 
                  count <= '0;
                  product <= '0;
                  cycleAlternator <= 1'b1;
                  done <= 0;
            end
            else if (start || startRegister) begin
                  startRegister = 1;
                  if (!count) begin 
                        product <= b_in; 
                        count <= count + 7'b1;
                        done <= 0;
                  end
                  else begin
                        if (count == 7'b1000001) 
                              done <= 1;
                        else begin
                              if (cycleAlternator) begin
                                    if (product[0]) begin 
                                          product[63:32] <= product [63:32] + a_in; 
                                          cycleAlternator <= !cycleAlternator;
                                    end
                                    else begin
                                          cycleAlternator <= !cycleAlternator; 
                                    end
                              end
                              else begin
                                    cycleAlternator <= !cycleAlternator;
                                    product <= product >> 1;
                              end
                              count <= count + 7'b1; 
                        end
                  end
            end
            else
                  count <= 0; 
      end
endmodule
```
`/design/flow/run.sh`:
```
#!/bin/bash
# OpenROAD 26Q1-2900-gdf79404cd8, Yosys 0.63+post, stock flow scripts
make -C /OpenROAD-flow-scripts/flow DESIGN_CONFIG=/design/flow/config.mk WORK_HOME=/design/flow/orfs finish
```
`/design/flow/config.mk`:
```
export PLATFORM = sky130hd
export DESIGN_NAME = mult
export DESIGN_NICKNAME = mult
export VERILOG_FILES = /design/flow/design.v
export SDC_FILE = /design/flow/constraint.sdc
export NUM_CORES = 4
export LEC_CHECK = 1
export CORE_UTILIZATION = 40
```
`/design/flow/constraint.sdc`:
```
current_design mult

set clk_period 11.8
set clk_io_pct 0.2

create_clock -name clk0 -period $clk_period [get_ports {clk}]

set non_clock_inputs [all_inputs -no_clocks]
set_input_delay [expr $clk_period * $clk_io_pct] -clock clk0 $non_clock_inputs
set_output_delay [expr $clk_period * $clk_io_pct] -clock clk0 [all_outputs]
```
==> impl_metrics.toml <==
# generated from flow reports
[placement]
gp_congestion = 0.874
io_buffer_count = 131
place_hpwl_mm = 9.29

[worst_setup_path]
cp.required_ns = 12.00
start_kind = "primary input"
worstPathArrival_ns = 5.05
crit_fanout = 3
r2r_slack_ns = 8.96
crit_path_end_kind = "flip-flop"
criticalPathCategory = "primary input to flip-flop"

[drt]
wire_per_inst_um = 15.5
diodes = 0
drc = 0
vias = 4353
ant_nets = 0
via_per_inst = 5.27
drt_wl_total_mm = 12.8
first_iter_violations = 219
dr.pass1.iters = 4

[power_and_ir_drop]
powerDensity_nw_per_um2 = 249
p_clk_frac = 0.181
power.total_uw = 1690
max-vdd-ir-drop_mv = 0.122
p_int_uw = 1030
switching_share = 0.388
switchingPower_uw = 655
pwr-share-seq = 0.274
comb_power_share = 0.544
power_leakage_uw = 0.00292

[synthesis]
async_flop_share = 0.987
synth_stat.cells = 530
edf_count = 1
ys_chip_area_um2 = 5010
topCellsByArea = "dfrtp_1, ha_1, mux2i_1"
postSynthCellCount = 530
ff_type = "dfrtp_1"
synthTopCellsByCount = "dfrtp_1, nand2_1, mux2i_1"
largest_area_cell = "dfrtp_1"
yosysTopAreaCellShare = 0.365
synth_cell_type_count = 63
syn_area_per_cell_um2 = 9.45
ys_warn_count = 1
syn_area_um2 = 5010
ys_seq_share = 0.376
top_cell = "dfrtp_1"
ys_ff = 75

[final_timing]
finalSetupViolations = 0
fmax_ghz = 0.206
rsz0062_at_grt = "false"
min_period_over_period = 0.411
tightest_slew_ns = 0.667
period_minus_slack_ns = 4.85
hold_violations = 0
maxSlewViolCount = 0
fin_tns_setup_ns = 0
fin_skew_ns = 0.00480
relSlewSlack = 0.553

[global_route]
grt_pass1_wl_mm = 21.3
gr-total-overflow = 0
antenna_found_initial = 0
grt_max_degree = 65
grt_usage = 0.210
grt_pass1_vias = 4315

[clock_network]
cts_root_buffer = "clkbuf_16"
postCtsHoldBufs = 0
clk_pin_slew_ns = 0.06
clock_latency_ns = 0.34
cts_setup_buffers = 0
tritoncts = "built"
clock_path_buffers = 2
cts_buffers = 9
htreeDepth = 3
cts.sinks = 75
cts_resized = 0

[die]
die_y_um = 114
ios = 132
coreArea_um2 = 12100
fp-utilization = 0.414
die_w_um = 114
rows = 40
chipArea_um2 = 13000

[flow_run]
warning_count = 27
drv_cap = 0

[finish]
area_delta_synth_final_pct = 35.4
drive_gt1_frac = 0.0547

[min_path]
hold_class = "flip-flop to flip-flop"

[run_status]
outcome = "finished, final reports clean"
metrics by stage:
step / util / instances / instance area (um2) / hold slack, ns / worst slack, ns
2_1_floorplan: - / 530 / 5010 / 0.426 / 7.28
3_3_place_gp: 0.533 / 810 / 6450 / 0.479 / 6.63
3_5_place_dp: 0.533 / 810 / 6450 / 0.485 / 6.62
4_1_cts: 0.560 / 826 / 6780 / 0.500 / 6.96
5_1_grt: 0.560 / 826 / 6780 / 0.535 / 6.72
6_report: 0.560 / 826 / 6780 / 0.492 / 6.95
cells in the final DEF (no fill, tap or decap), types with 5 or more instances in the layout:
| master | count |
|---|---|
| nand4_1 | 7 |
| nor3_1 | 5 |
| dfrtp_1 | 73 |
| xnor2_1 | 15 |
| o21ai_1 | 35 |
| clkdlybuf4s50_1 | 131 |
| nand3_1 | 11 |
| xor2_1 | 18 |
| nand2_1 | 64 |
| o21a_1 | 5 |
| ha_1 | 34 |
| a21o_1 | 16 |
| o21ai_0 | 34 |
| clkbuf_16 | 9 |
| nor2_1 | 23 |
| inv_1 | 8 |
| a21oi_1 | 34 |
| a22oi_1 | 16 |
| mux2i_1 | 40 |
| buf_4 | 5 |
per-layer routing:
layer  vias up  wire (um)  track usage
li1       2186          -            -
met1      2047       6170        0.329
met2       107       5800        0.330
met3        13        620       0.0314
met4         0        175       0.0251
met5         -          0            0
flip-flops by register name, indices dropped and copies added (netlist names):
name,count
product,64
count,8
cycleAlternator,1
done,1
startRegister,1
critical path, cell delays in order:
cell and delay [ns]:
clkdlybuf4s50_1 0.40, ha_1 0.23, fa_1 0.40, a21o_1 0.19, a21oi_1 0.27, o21ai_0 0.11
nor3b_2 0.20, a21oi_1 0.24, o21ai_0 0.18, a31oi_1 0.22, xor2_1 0.16, o21ai_1 0.08
cells by family (layout without fill, tap and decap cells):
group	count (synthesis)	after routing	share of synthesized area
flip-flops	75	75	0.376
AND/OR/NAND/NOR	137	137	0.132
XOR/XNOR	33	33	0.0577
adder cells (fa/ha/maj)	35	35	0.0889
multiplexers	40	40	0.0799
buffers and inverters	33	161	0.0322
other	1	1	0.000748
AND-OR/OR-AND	176	176	0.233
area by class of cell:
| type | count | area (um2) |
|---|---|---|
| inverter | 9 | 33.8 |
| clock inverter | 4 | 72.6 |
| tap | 168 | 210 |
| fill | 1116 | 5330 |
| timing repair buffer | 136 | 1350 |
| multi-input combinational | 422 | 2980 |
| sequential | 75 | 1880 |
| clock buffer | 12 | 256 |
final timing paths:
| check | start | endpoint | depth (start not counted) |
|---|---|---|---|
| setup / recovery | a_in[0] | product[50] | 12 |
| hold / removal | done | done | 2 |
| setup reg to reg | product[32] | product[50] | 11 |
| hold reg to reg | done | done | 2 |
| max in group asynchronous | reset | product[54] | 3 |
| min in group asynchronous | reset | product[32] | 2 |
power groups by stage:
stage,registers (uW),clock network [uW],logic (uW)
after global routing,481,326,1030
final,463,306,918
after CTS,464,312,927
Power figures rest on the tool's default switching activity, not on a simulated workload.
